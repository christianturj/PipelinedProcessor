**design/flow/design.v**
```verilog
module DebounceSwitch(
    input  wire        i_Clk,       
    input  wire        i_Switch,      
    output reg         o_Switch 
);
parameter integer c_DEBOUNCE_LIMIT = 250_000;
reg [$clog2(c_DEBOUNCE_LIMIT)-1:0] r_Count = 0;
reg r_State = 1'b0;
always @(posedge i_Clk) begin
    if (i_Switch != r_State) begin
        if (r_Count < c_DEBOUNCE_LIMIT) begin
            r_Count <= r_Count + 1;
        end else begin
            r_State   <= i_Switch;
            o_Switch  <= i_Switch;
            r_Count   <= 0;
        end
    end else begin
        r_Count <= 0;
    end
end
endmodule
module pipelined_cpu(
    input  wire       clk,
    input  wire       reset,
    output wire [7:0] pc,
    output wire [15:0] instr,
    output wire       wb_we,
    output wire [1:0] wb_addr,
    output wire [7:0] wb_data
);
wire [7:0]  pc_if;
wire [15:0] instr;   
wire [3:0]  opcode_id;
wire [1:0]  rs1_id, rs2_id, rd_id;
wire [7:0]  reg_data1_id, reg_data2_id;
wire [3:0]  opcode_ex;
wire [1:0]  rd_ex;
wire [7:0]  alu_result_ex;
wire [1:0]  rd_mem;
wire [7:0]  mem_data_mem;
wire [7:0]  alu_data_mem;
if_stage    u_if   (.clk(clk), .reset(reset), .pc(pc_if),     .instr(instr_if));
pipe_reg_if_id u_r01(
    .clk      (clk),
    .reset    (reset),
    .in_pc    (pc_if),
    .in_instr (instr_if),
    .out_pc   (pc),
    .out_instr(instr)     
);
id_stage u_id(
    .instr    (instr),
    .opcode   (opcode_id),
    .rs1      (rs1_id),
    .rs2      (rs2_id),
    .rd       (rd_id)
);
regfile u_rf(
    .clk   (clk),
    .reset (reset),
    .we    (wb_we),
    .rs1   (rs1_id),
    .rs2   (rs2_id),
    .rd    (wb_addr),
    .wd    (wb_data),
    .dout1 (reg_data1_id),
    .dout2 (reg_data2_id)
);
pipe_reg_id_ex u_r12(.clk(clk), .reset(reset), .in_opcode(opcode_id), .in_rd(rd_id), .in_data1(reg_data1_id), .in_data2(reg_data2_id), .out_opcode(opcode_ex), .out_rd(rd_ex), .out_data1(), .out_data2());
ex_stage    u_ex   (.opcode(opcode_ex), .a(reg_data1_id), .b(reg_data2_id), .result(alu_result_ex));
pipe_reg_ex_mem u_r23(.clk(clk), .reset(reset), .in_rd(rd_ex), .in_alu(alu_result_ex), .out_rd(rd_mem), .out_alu(alu_data_mem));
mem_stage   u_mem  (.addr(alu_data_mem), .rd_data(mem_data_mem));
pipe_reg_mem_wb u_r34(.clk(clk), .reset(reset), .in_rd(rd_mem), .in_mem(mem_data_mem), .out_rd(wb_addr), .out_mem(wb_data));
assign wb_we = 1'b1;  
endmodule
module ex_stage(
    input  wire [3:0]  opcode,
    input  wire [7:0]  a,
    input  wire [7:0]  b,
    output reg  [7:0]  result
);
    always @* begin
        case (opcode)
            4'h0: result = a + b;
            4'h1: result = a - b;
            4'h2: result = ~a;
            4'h3: result = a & b;
            4'h4: result = a | b;
            4'h5: result = a ^ b;
            default: result = 8'h00;
        endcase
    end
endmodule
module id_stage(
    input  wire [15:0] instr,
    output wire [3:0]  opcode,
    output wire [1:0]  rs1,
    output wire [1:0]  rs2,
    output wire [1:0]  rd
);
    assign opcode = instr[15:12];
    assign rs1    = instr[11:10];
    assign rs2    = instr[9:8];
    assign rd     = instr[7:6];
endmodule
module if_stage(
    input  wire       clk,
    input  wire       reset,
    output reg  [7:0] pc,
    output wire [15:0] instr
);
    always @(posedge clk or posedge reset) begin
        if (reset) pc <= 8'd0;
        else       pc <= pc + 1;
    end
    instruction_rom rom_u(.addr(pc), .data(instr));
endmodule
module instruction_rom(
    input  wire [7:0] addr,
    output reg  [15:0] data
);
    always @* begin
        case (addr)
            8'd0:  data = 16'h0600;  
            8'd1:  data = 16'h1600;  
            8'd2:  data = 16'h2400;  
            8'd3:  data = 16'h3600;  
            8'd4:  data = 16'h4600;  
            8'd5:  data = 16'h5600;  
            8'd6:  data = 16'h0000;  
            8'd7:  data = 16'h0000;  
            8'd8:  data = 16'h0000;  
            default: data = 16'h0000;
        endcase
    end
endmodule
module mem_stage(
    input  wire [7:0] addr,
    output reg  [7:0] rd_data
);
    always @* rd_data = addr;
endmodule
module pipe_reg_ex_mem(
    input  wire       clk,
    input  wire       reset,
    input  wire [1:0]  in_rd,
    input  wire [7:0]  in_alu,
    output reg  [1:0]  out_rd,
    output reg  [7:0]  out_alu
);
    always @(posedge clk or posedge reset) begin
        if (reset) begin
            out_rd  <= 2'b0;
            out_alu <= 8'b0;
        end else begin
            out_rd  <= in_rd;
            out_alu <= in_alu;
        end
    end
endmodule
module pipe_reg_id_ex(
    input  wire       clk,
    input  wire       reset,
    input  wire [3:0]  in_opcode,
    input  wire [1:0]  in_rd,
    input  wire [7:0]  in_data1,
    input  wire [7:0]  in_data2,
    output reg  [3:0]  out_opcode,
    output reg  [1:0]  out_rd,
    output reg  [7:0]  out_data1,
    output reg  [7:0]  out_data2
);
    always @(posedge clk or posedge reset) begin
        if (reset) begin
            out_opcode <= 4'b0;
            out_rd     <= 2'b0;
            out_data1  <= 8'b0;
            out_data2  <= 8'b0;
        end else begin
            out_opcode <= in_opcode;
            out_rd     <= in_rd;
            out_data1  <= in_data1;
            out_data2  <= in_data2;
        end
    end
endmodule
module pipe_reg_if_id(
    input  wire       clk,
    input  wire       reset,
    input  wire [7:0] in_pc,
    input  wire [15:0] in_instr,
    output reg  [7:0] out_pc,
    output reg  [15:0] out_instr
);
    always @(posedge clk or posedge reset) begin
        if (reset) begin
            out_pc    <= 8'b0;
            out_instr <= 16'b0;
        end else begin
            out_pc    <= in_pc;
            out_instr <= in_instr;
        end
    end
endmodule
module pipe_reg_mem_wb(
    input  wire       clk,
    input  wire       reset,
    input  wire [1:0]  in_rd,
    input  wire [7:0]  in_mem,
    output reg  [1:0]  out_rd,
    output reg  [7:0]  out_mem
);
    always @(posedge clk or posedge reset) begin
        if (reset) begin
            out_rd  <= 2'b0;
            out_mem <= 8'b0;
        end else begin
            out_rd  <= in_rd;
            out_mem <= in_mem;
        end
    end
endmodule
module regfile(
    input  wire        clk,
    input  wire        reset,
    input  wire        we,
    input  wire [1:0]  rs1,
    input  wire [1:0]  rs2,
    input  wire [1:0]  rd,
    input  wire [7:0]  wd,
    output wire [7:0]  dout1,
    output wire [7:0]  dout2
);
  reg [7:0] rf [0:3];
  integer i;
  always @(posedge clk or posedge reset) begin
    if (reset) begin
      for (i=0; i<4; i=i+1)
        rf[i] <= 8'h00;
    end else if (we) begin
      rf[rd] <= wd;
    end
  end
  assign dout1 = rf[rs1];
  assign dout2 = rf[rs2];
endmodule
module sevenseg_hex(
    input  wire [3:0] value,    
    output reg  [6:0] seg_n 
);
always @* begin
    case (value)
        4'h0: seg_n = 7'b0000001;   
        4'h1: seg_n = 7'b1001111;   
        4'h2: seg_n = 7'b0010010;   
        4'h3: seg_n = 7'b0000110;   
        4'h4: seg_n = 7'b1001100;   
        4'h5: seg_n = 7'b0100100;   
        4'h6: seg_n = 7'b0100000;   
        4'h7: seg_n = 7'b0001111;   
        4'h8: seg_n = 7'b0000000;   
        4'h9: seg_n = 7'b0000100;   
        4'hA: seg_n = 7'b0001000;   
        4'hB: seg_n = 7'b1100000;   
        4'hC: seg_n = 7'b0110001;   
        4'hD: seg_n = 7'b1000010;   
        4'hE: seg_n = 7'b0110000;   
        4'hF: seg_n = 7'b0111000;   
        default: seg_n = 7'b1111111;  
    endcase
end
endmodule
module simpleprocessor_top(
    input  wire        i_Clk,
    input  wire        i_Switch_1,
    input  wire        i_Switch_2,
    input  wire        i_Switch_3,
    input  wire        i_Switch_4,   
    output wire        o_LED_1,
    output wire        o_LED_2,
    output wire        o_LED_3,
    output wire        o_LED_4,
    output wire        o_Segment1_A,
    output wire        o_Segment1_B,
    output wire        o_Segment1_C,
    output wire        o_Segment1_D,
    output wire        o_Segment1_E,
    output wire        o_Segment1_F,
    output wire        o_Segment1_G,
    output wire        o_Segment2_A,
    output wire        o_Segment2_B,
    output wire        o_Segment2_C,
    output wire        o_Segment2_D,
    output wire        o_Segment2_E,
    output wire        o_Segment2_F,
    output wire        o_Segment2_G
);
wire w_reset;
DebounceSwitch ds_reset(
    .i_Clk   (i_Clk),
    .i_Switch(i_Switch_4),
    .o_Switch(w_reset)
);
reg [24:0] clk_div;
always @(posedge i_Clk) clk_div <= clk_div + 1;
wire slow_clk = clk_div[24];
wire [7:0] pc;
wire        wb_we;
pipelined_cpu cpu_inst (
    .clk    (slow_clk),
    .reset  (w_reset),
    .pc     (pc),
    .wb_we  (wb_we),
    .wb_addr(),
    .wb_data()
);
assign o_LED_1 = wb_we;
assign o_LED_2 = pc[0];
assign o_LED_3 = pc[1];
assign o_LED_4 = pc[2];
wire [6:0] seg_low_n, seg_high_n;
sevenseg_hex u_lo(.value(pc[3:0]), .seg_n(seg_low_n));
sevenseg_hex u_hi(.value(pc[7:4]), .seg_n(seg_high_n));
assign { o_Segment1_A,
         o_Segment1_B,
         o_Segment1_C,
         o_Segment1_D,
         o_Segment1_E,
         o_Segment1_F,
         o_Segment1_G } = seg_high_n;
assign { o_Segment2_A,
         o_Segment2_B,
         o_Segment2_C,
         o_Segment2_D,
         o_Segment2_E,
         o_Segment2_F,
         o_Segment2_G } = seg_low_n;
endmodule
```
**design/flow/run.sh**
```bash
#!/bin/bash
# OpenROAD 26Q1-2900-gdf79404cd8, Yosys 0.63+post, stock flow scripts
make -C /OpenROAD-flow-scripts/flow DESIGN_CONFIG=/design/flow/config.mk WORK_HOME=/design/flow/orfs finish
```
**design/flow/config.mk**
```make
export PLATFORM = sky130hd
export DESIGN_NAME = simpleprocessor_top
export DESIGN_NICKNAME = simpleprocessor_top
export VERILOG_FILES = /design/flow/design.v
export SDC_FILE = /design/flow/constraint.sdc
export NUM_CORES = 4
export LEC_CHECK = 1
export CORE_UTILIZATION = 40
```
**design/flow/constraint.sdc**
```tcl
current_design simpleprocessor_top

set clk_period 4.3
set clk_io_pct 0.2

create_clock -name clk0 -period $clk_period [get_ports {i_Clk}]

set non_clock_inputs [all_inputs -no_clocks]
set_input_delay [expr $clk_period * $clk_io_pct] -clock clk0 $non_clock_inputs
set_output_delay [expr $clk_period * $clk_io_pct] -clock clk0 [all_outputs]
```
==> flow_summary.ini <==
; synthesis and place-and-route metrics
[status]
status = complete, no violations

[clock_tree]
path_clk_slew_ns = 0.08
root_buffer = clkbuf_8
postCtsHoldBufs = 0
clock_latency_ns = 0.29
tritoncts = built
cts_buffers = 5
cts-htree-levels = 2
cts_max_path_buffers = 2
cts_resized = 0
postCtsSetupBuffers = 0

[route]
vias = 1926
drc = 0
first_pass_iters = 4
avgRoutedWirePerCell_um = 10.2
drt.antenna.violating_nets = 0
drtIter0Drc = 46
vias_per_cell = 4.80
n_antenna_cell = 0
wl_mm = 4.08

[power]
combPwrFrac = 0.013
power_leakage_nw = 1.21
total_power_w = 0.000678
p_per_area_nw_per_um2 = 214
power.switching_w = 0.000140
p_sw_frac = 0.206
seq_power_share = 0.625
peakVddDrop_uv = 147
clkPwrFrac = 0.361
p_int_w = 0.000538

[critical_path]
cp_slowest_cell = clkdlybuf4s50_1
critPathMaxStageDelay_ns = 0.51
crit_path_end_kind = register
startpoint_type = input port
critPathBufInv = 1
path_class = input port to register
crit_family = buffers and inverters
crit_fanout = 18
crit_arrival_ns = 1.97
crit_required_ns = 4.47
worstPathCellList = clkdlybuf4s50_1 -> xnor2_1 -> a31o_2 -> nor2_1

[sta]
rsz0062_at_grt = false
hold_ws_ns = 0.418
worstMarginPinSlew_ns = 0.635
relSlewSlack = 0.573
finalClockPeriodUsage = 0.418
unclocked_regs = 16
tns_ns = 0
min_period_ns = 1.80
skew_ns = 0.00525
maxSlewViolCount = 0
untimed_endpoints = 33
setup_viol_count_final = 0
finalHoldViolCount = 0
timing.fmax_mhz = 557

[global_routing]
grt.total_usage = 0.128
use_met1 = 0.196
met3_usage = 0.0225
grt-busiest-layer = met2
grt_overflow_total = 0
grt_max_degree = 19
grt_pass1_vias = 1715
antenna_found_initial = 0
grtUsageMet2 = 0.203
grt_first_pass_wirelength_mm = 7.57

[synthesis]
top_area_cell = dfxtp_1
flop_cell = dfxtp_1
postSynthAreaPerCell_um2 = 9.83
synthTopCellsByArea = dfxtp_1 (31%), dfrtp_1 (14%), xnor2_1 (10%)
post-synth-top-count-cell = dfxtp_1
ys.flops = 61
yosys.stat.seqShare = 0.468
yosysWarnings = 16
syn_area_um2 = 2820
syn_inst = 287
netlist-cell-type-count = 41
synthTopCellsByCount = dfxtp_1 (43), nor2_1 (38), xnor2_1 (33)
edf_count = 2
ys_cells = 287
top_area_frac = 0.305
synth_chip_area_um2 = 2820
synth_async_sr_flop_share = 0.262

[final_layout]
final_cells = 401
drive_above_1_share = 0.0459
area_growth_pct = 12.3
fillers = 616
logic_area_um2 = 1410
ff_latch_area_um2 = 1320

[placed_design]
gp_congestion = 0.817
dpl.hpwl_mm = 3.01
port_buffers = 18
dpl.cell_count = 393

[floorplan]
io_pins = 23
fp_util = 0.415
fp-row-count = 30
chipArea_um2 = 7390
core_area_um2 = 6790
fp.dieW_um = 86.0
die_y_um = 86.0

[flow_run]
maxCapViolations = 0
warnings = 38

[hold_path]
worst_hold_path_type = register to register
## logic make-up after synthesis
| logic type | count (synthesis) | share of synthesized area |
|---|---|---|
| compound gates | 20 | 0.0448 |
| xor+xnor | 45 | 0.140 |
| fa+ha+maj | 15 | 0.0665 |
| buf+inv | 23 | 0.0324 |
| flops | 61 | 0.468 |
| mux | 9 | 0.0408 |
| other cells | 1 | 0.00133 |
| simple gates | 113 | 0.206 |
## area by class of cell
class                   count  area share
inverters                  15      0.0178
multi-input cells         203       0.445
flip-flops and latches     61       0.417
repair buffers             18      0.0568
clock buffers               6      0.0229
well taps                  96      0.0379
clock inverters             2     0.00316
## flip-flops by register name, indices dropped and copies added, names as in the netlist
name,count
clk_div,25
cpu_inst.u_if.pc,8
cpu_inst.u_r01.out_pc,8
ds_reset.o_Switch,1
ds_reset.r_Count,18
ds_reset.r_State,1
## layer usage
metal | vias up | wire length, um | part of all wire
li1 | 1011 | - | -
met4 | 0 | 63 | 0.015
met3 | 5 | 134 | 0.033
met1 | 874 | 2140 | 0.53
met5 | - | 0 | 0
met2 | 36 | 1740 | 0.43
## layout by cell type (no fill, tap or decap), drive strengths merged, types with 3 or more instances in the layout
cell type	n
a21oi	6
and3	6
clkbuf	6
clkdlybuf4s50	18
dfrtp	16
dfxtp	43
ha	15
inv	15
mux2i	7
nand2	13
nand3	18
nand4	14
nor2	38
nor2b	3
nor3	5
nor4	8
o21ai	5
xnor2	33
xor2	12
## power groups by stage
stage     clock (W)  combinational [W]  sequential [W]
4_1_cts    0.000258         0.00000942        0.000424
5_1_grt    0.000274          0.0000106        0.000425
6_report   0.000245         0.00000906        0.000424
## per-stage QoR
step           setup WS [ns]  utilization  cell area [um2]
2_1_floorplan           2.46            -             2820
3_3_place_gp            2.20        0.454             3090
3_5_place_dp            2.18        0.454             3090
4_1_cts                 2.50        0.466             3170
5_1_grt                 2.45        0.466             3170
6_report                2.50        0.466             3170
## final timing paths
path	from	end	slack, ns	depth (start not counted)
worst max-delay path	i_Switch_4	ds_reset.r_Count[14]	2.50	4
worst min-delay path	clk_div[0]	clk_div[0]	0.42	1
worst max register to register	clk_div[0]	clk_div[24]	2.59	5
worst min register to register	clk_div[0]	clk_div[0]	0.42	1
Power figures rest on the tool's default switching activity, not on a simulated workload.
